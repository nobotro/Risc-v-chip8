===== flow/constraint.sdc =====
current_design vga

set clk_period 2.6
set clk_io_pct 0.2

create_clock -name clk0 -period $clk_period [get_ports {clk}]

set non_clock_inputs [all_inputs -no_clocks]
set_input_delay [expr $clk_period * $clk_io_pct] -clock clk0 $non_clock_inputs
set_output_delay [expr $clk_period * $clk_io_pct] -clock clk0 [all_outputs]

===== flow/design.v =====
module vga(
input clk,
output vsync, 
output hsync, 
output de,
output reg[9:0] vertc=0,
output reg[9:0] horc=0
);
assign hsync = horc>= (43+480+4) && horc <= (43+480 + 4 + 4);
assign vsync = vertc >= (12+272 + 4) && vertc <= (12+272 + 4+4);
assign de = (horc >= 43 && horc  <= (43+480) && vertc >= 12 && vertc <= (12+272)) ? 1'b1:1'b0;
always @(posedge clk) begin
		if (horc<530) begin
			 horc<=horc+1;
			end
		else begin
			  horc<=0;
			  if(vertc<291) begin
					vertc<=vertc+1;
				  end
			  else begin
					vertc<=0;
				    end   	
			 end	 
end
endmodule

===== flow/run.sh =====
#!/bin/bash
# OpenROAD 26Q1-2900-gdf79404cd8, Yosys 0.63+post, stock flow scripts
make -C /OpenROAD-flow-scripts/flow DESIGN_CONFIG=/design/flow/config.mk WORK_HOME=/design/flow/orfs finish

===== flow/config.mk =====
export PLATFORM = sky130hd
export DESIGN_NAME = vga
export DESIGN_NICKNAME = vga
export VERILOG_FILES = /design/flow/design.v
export SDC_FILE = /design/flow/constraint.sdc
export NUM_CORES = 4
export LEC_CHECK = 1
export CORE_AREA = 10 10 106 106
export DIE_AREA = 0 0 116 116

==> qor.csv <==
metric,value,unit
Power per Cell Area,306,nW/um2
initial antenna violation count,0,
synth unique cells,34,
DR iter-0 viols,76,
minimum clock period,2470,ps
post-synthesis async set-or-reset flop share,0,%
Post-Route Utilization,20.0,%
worst r2r src,vertc[0]$_SDFFCE_PP0P_,
Slew HR,44.2,%
first-pass GRT wire length,5040,um
Hold WC Path Type,register to register,
Log Warnings,27,
Post-Synth XOR/XNOR Area,4.04,%
Simple-Gate Area Share,23.5,%
Post-synth EDFFs,10,
post-route cell area,1770,um2
worst-margin pin slew,836,ps
Worst Hold Depth,2,
Leak,0.644,nW
antenna cell count,0,
clock latency (worst-skew pair),260,ps
hold_sp,horc[0]$_SDFF_PP0_,
Worst Reg2Reg Path Length in Cells,5,
Pre-Place Util,12.3,%
Die Y,116,um
CP Launch Type,register,
Filler Cell Count,961,
syn avg cell area,9.35,um2
most numerous logic cell after layout,buf_4,
fin. max-slew vios,0,
Crit. End Element,output port,
Hold Path Sink,horc[0]$_SDFF_PP0_,
Setup WS pre-CTS,-9.09,ps
CTS Buf Count,3,
"Primary FF master, synth",edfxtp_1,
setup violators final,0,
H-tree depth,1,
die footprint,13500,um2
largest net degree at the start of global routing,15,
# clock sinks,20,
Pre-antenna DRT Iters,4,
Total GRT Usage,4.57,%
worst path required time,2080,ps
worst setup margin,130,ps
Final Non-Filler Cells,276,
CTS tree,built,
core box area,8850,um2
status,completed,
maximum vdd drop,0.148,mV
Synth Warn #,1,
"Reg clk slew, reported paths",80,ps
grt ovf,0,
drt via density,3.83,
clock skew,3.85,ps
Site Rows,34,
sequential fraction of the synthesis area,46.1,%
"Registers, synthesis",20,
yosys stat chip area,1080,um2
f_max,405,MHz
Syn-to-layout area delta,62.7,%
"critical path fanouts, max",3,
Port Buffers,23,
Yosys Instances,116,
most instantiated logic cells after routing,"buf_4, clkdlybuf4s50_1, a21oi_1",
RSZ-0062 raised after global routing,no,
Fin. Hold Viols,0,
Power Total,0.000541,W
Post-Syn Instances,116,
drc violations,0,
share of cells above drive strength 1,25.6,%
WL final,3140,um
placed instance area,1600,um2
crit path kind,register to output port,
Max-Cap Viols,0,
comb area leader,simple AND/OR/NAND/NOR gates,
CP arrival,1950,ps
number of nets with antenna violations after routing,0,
Routed wire per std cell,11.4,um
placed cell count,267,
root buffer cell,clkbuf_8,
die width,116,um
Via Count,1057,
post-synthesis compound-gate area fraction,17.9,%
r2r endpoint,vertc[4]$_SDFFCE_PP0P_,
Final GP Congestion,0.814,
# IOs,24,
FF-to-FF setup slack,720,ps
post-DP HPWL,2330,um
Multiplexer share,0,%
Mapped Area,1080,um2
hold buffers post-CTS,0,
number of global-route vias before repair,1018,
Tcrit/Tclk final,95.0,%
Clock Tree Buf Depth,2,
yosys adder share,3.46,%
[repair_timing]
action | in CTS | in global routing
setup buffers | 1 | 4
resized | 8 | 7
pin swaps | 2 | 7
setup endpoints to repair | 2 | 1
[worst max-delay path, stage by stage, from the launching register on]
cell and delay (ps):
edfxtp_1 420, buf_4 160, buf_4 130, o21ai_1 200, nand3b_1 150, a2111oi_4 380
dlygate4sd2_1 240
[cells by family after synthesis]
group | Yosys count
XOR/XNOR | 5
other | 1
AND-OR/OR-AND | 30
buffers and inverters | 11
AND/OR/NAND/NOR | 46
adder cells (fa/ha/maj) | 3
flip-flops | 20
[area by class of cell]
class | count | area (um2) | share of cell area [%]
Tap cell | 108 | 135 | 7.65
Inverter | 8 | 30.0 | 1.70
Multi-Input combinational cell | 85 | 612 | 34.7
Sequential cell | 20 | 502 | 28.4
Clock buffer | 4 | 45.0 | 2.55
Timing Repair Buffer | 51 | 442 | 25.0
[synth_stat cells, types with 2 or more instances]
cell type	count	area, um2
a21oi_1	12	60.1
dfxtp_1	10	200
edfxtp_1	10	300
o21ai_0	10	50.1
or3_1	10	62.6
inv_1	8	30.0
nand3_1	8	40.0
nor2_1	8	30.0
nand2_1	6	22.5
nand4_1	4	25.0
ha_1	3	37.5
xor2_1	3	26.3
buf_4	2	15.0
xnor2_1	2	17.5
[state kept, by name (all words and copies together) (netlist names)]
register / count
vertc: 10
horc: 10
[per-stage QoR]
step / setup TNS [ps] / hold WS (ps)
after floorplan: 0 / 430
after global placement: -83.0 / 512
after detailed placement: -9.09 / 505
after CTS: -81.0 / 526
after global routing: 0 / 542
final: 0 / 521
[worst max path at each step]
stage	from	cells after the start	end	slack, ps
5_1_grt	vertc[6]$_SDFFCE_PP0P_	6	vsync	20
6_report	vertc[6]$_SDFFCE_PP0P_	6	vsync	130
4_1_cts	vertc[6]$_SDFFCE_PP0P_	5	de	-80
[layer usage]
metal / global-route usage (%) / wire length [um]
met5: 0 / 0
met4: 0.834 / 57
met3: 1.10 / 144
met2: 7.74 / 1540
met1: 5.87 / 1390
[power breakdown]
group / internal (W) / switching [W] / total, W
Combinational: 0 / 0.000000144 / 0.000000144
Clock: 0.000109 / 0.000104 / 0.000213
Sequential: 0.000328 / 0 / 0.000328
Power figures rest on the tool's default switching activity, not on a simulated workload.
